==> design/flow/design.v <==
module iw_ctrl (
  input  logic clk, rst_n,
  input  logic dataReady,     
  output logic dataAccept,     
  input  logic imc_ready,     
  output logic imc_start,      
  output logic we_a, we_b, we_c, we_d
);
  typedef enum logic [1:0] {S_IDLE, S_COLLECT, S_LAUNCH} state_e;
  state_e s, ns;
  logic [1:0] idx, idx_n;
  logic sample_en;
  always_ff @(posedge clk or negedge rst_n) begin
    if (!rst_n) begin
      s   <= S_IDLE;
      idx <= 2'd0;
    end else begin
      s   <= ns;
      idx <= idx_n;
    end
  end
  always_comb begin
    ns = s;
    dataAccept = 1'b0;
    imc_start  = 1'b0;
    we_a = 1'b0; we_b = 1'b0; we_c = 1'b0; we_d = 1'b0;
    sample_en  = dataReady & (s==S_IDLE || s==S_COLLECT);
    idx_n = idx;
    unique case (s)
      S_IDLE: begin
        dataAccept = 1'b1;
        if (sample_en) begin
          we_a  = 1'b1;     
          idx_n = 2'd1;
          ns    = S_COLLECT;
        end
      end
      S_COLLECT: begin
        dataAccept = 1'b1;
        if (sample_en) begin
          unique case (idx)
            2'd1: begin we_b=1'b1; idx_n=2'd2; end
            2'd2: begin we_c=1'b1; idx_n=2'd3; end
            2'd3: begin we_d=1'b1; idx_n=2'd0; ns=S_LAUNCH; end 
            default: ;
          endcase
        end
      end
      S_LAUNCH: begin
        imc_start = 1'b1;
        ns        = S_IDLE;
      end
    endcase
  end
endmodule
module iw_datapath (
    input  logic        clk, rst_n,
    input  logic [15:0] dataIn,
    input  logic        we_a, we_b, we_c, we_d,
    output logic [15:0] a, b, c, d
);
always_ff @(posedge clk or negedge rst_n) begin
    if (!rst_n) begin a<='0; b<='0; c<='0; d<='0; end
    else begin
        if (we_a) a <= dataIn;
        if (we_b) b <= dataIn;
        if (we_c) c <= dataIn;
        if (we_d) d <= dataIn;
    end
end
endmodule
module iw_top (
    input  logic        clk, rst_n,
    input  logic        dataReady,
    input  logic [15:0] dataIn,
    output logic        dataAccept,
    input  logic        imc_ready,
    output logic        imc_start,
    output logic [15:0] a, b, c, d
);
    logic we_a, we_b, we_c, we_d;
    iw_ctrl     CTRL(.clk, .rst_n, .dataReady, .dataAccept,
                    .imc_ready, .imc_start, .we_a, .we_b, .we_c, .we_d);
    iw_datapath DP  (.clk, .rst_n, .dataIn, .we_a, .we_b, .we_c, .we_d, .a, .b, .c, .d);
endmodule
==> design/flow/run.sh <==
#!/bin/bash
# OpenROAD 26Q1-2900-gdf79404cd8, Yosys 0.63+post, stock flow scripts
make -C /OpenROAD-flow-scripts/flow DESIGN_CONFIG=/design/flow/config.mk WORK_HOME=/design/flow/orfs finish
==> design/flow/config.mk <==
export PLATFORM = sky130hd
export DESIGN_NAME = iw_top
export DESIGN_NICKNAME = iw_top
export VERILOG_FILES = /design/flow/design.v
export SDC_FILE = /design/flow/constraint.sdc
export NUM_CORES = 4
export LEC_CHECK = 1
export CORE_UTILIZATION = 40
==> design/flow/constraint.sdc <==
current_design iw_top

set clk_period 3.8
set clk_io_pct 0.2

create_clock -name clk0 -period $clk_period [get_ports {clk}]

set non_clock_inputs [all_inputs -no_clocks]
set_input_delay [expr $clk_period * $clk_io_pct] -clock clk0 $non_clock_inputs
set_output_delay [expr $clk_period * $clk_io_pct] -clock clk0 [all_outputs]
==> reports/summary.json <==
{
  "detailed_routing": {
    "dr.first_iter.drc_count": 53,
    "remaining_drc_errors": 0,
    "via_count": 1614,
    "drt-pass1-iter-count": 4,
    "diodes": 0,
    "finalWirelength_mm": 5.50,
    "detail-route-antenna-nets": 0,
    "detail_route.vias_per_cell": 4.57,
    "routed_wire_length_per_instance_um": 15.6
  },
  "floorplanning": {
    "ios": 86,
    "design.core.area_sq_um": 6790,
    "dieWidth_um": 85.7,
    "die_y_um": 85.7,
    "dieArea_sq_um": 7350,
    "placementRows": 30,
    "floorplan_stage_core_utilization": 0.413
  },
  "pwr": {
    "leakagePower_uw": 0.00189,
    "ir_drop_mv": 0.207,
    "power.density_cell_area_nw_per_um2": 464
  },
  "global_routing": {
    "maximum_number_of_pins_on_one_net_before_global_route_repair": 32,
    "grt_first_pass_wirelength_mm": 9.08,
    "initial_antenna_violation_count": 0,
    "final_global_route_overflow_total": 0,
    "groute.usage.overall": 0.167,
    "first_global_vias": 1702
  },
  "clocking": {
    "cts.root.buffer_cell": "sky130_fd_sc_hd__clkbuf_8",
    "cts_buffers": 9,
    "clock-sinks": 70,
    "worst_setup_hold_path_clk_slew_ns": 0.07,
    "h-tree-depth": 3,
    "post_cts.resized_instances": 0,
    "hold_buffers": 0,
    "worstSkewPairLatency_ns": 0.33,
    "cts.repair_timing.setup_buffer_count": 0,
    "cts_tree": "done",
    "clock_tree.buffer_depth": 2
  },
  "critical_path": {
    "cells_traversed_along_the_worst_timing_path": "clkdlybuf4s50_1 -> nand2_1 -> nor3_4 -> buf_4 -> mux2_2",
    "cp-end-kind": "register",
    "path_max_fanout": 13,
    "max_stage_delay_ns": 0.62,
    "crit_path_start_kind": "input pin",
    "cp_data_required_time_ns": 4.01,
    "path_class": "in -> reg",
    "worstPathArrival_ns": 2.42,
    "timing.critical_path.slowest_stage_cell": "sky130_fd_sc_hd__clkdlybuf4s50_1"
  },
  "synthesis": {
    "syn_area_sq_um": 2800,
    "yosys_area_sq_um": 2800,
    "yosys_register_bits": 70,
    "synth_cell_types": 20,
    "synth_cells": 159,
    "synth-cells-yosys": 159,
    "syn_area_per_cell_sq_um": 17.6,
    "synth-warning-count": 2,
    "share_of_the_yosys_chip_area_belonging_to_registers": 0.625
  },
  "final_timing": {
    "hold_viol_final": 0,
    "period_used_share": 0.581,
    "timing.setup.tns_ns": 0,
    "fin_worst_hold_slack_ns": 0.376,
    "tightest_slew_ns": 0.464,
    "slew_headroom": 0.691,
    "rsz0062_at_grt": "no",
    "setup_viol": 0,
    "final.setup_skew_ns": 0.00898,
    "timing.final.crit_period_ns": 2.21,
    "timing.final.max_slew_violations": 0,
    "fmax_ghz": 0.453
  },
  "finish": {
    "post_layout_nonfiller_instances": 353,
    "syn2layout_area_growth_pct": 39.5,
    "number_of_filler_instances_in_the_final_layout": 544,
    "final_layout_size_suffix_gt1_frac": 0.350,
    "final_cell_mix": "sky130_fd_sc_hd__clkdlybuf4s50_1, sky130_fd_sc_hd__dfrtp_1, sky130_fd_sc_hd__mux2_2",
    "layout_top_cell_excl_fill_tap": "sky130_fd_sc_hd__clkdlybuf4s50_1"
  },
  "run": {
    "max_cap_viol": 0,
    "warning_count": 26
  },
  "placement": {
    "routability_driven_placement_congestion_ratio": 0.747,
    "numPlacedInstances": 337,
    "hpwl_mm": 3.57,
    "numPortBuffers": 84
  },
  "worst_hold_path": {
    "worstHoldPathType": "in -> async"
  },
  "outcome": {
    "status": "finished clean"
  }
}
## registers in the layout (all words and copies together) (netlist names)
name      count
DP.a         16
DP.b         16
DP.c         16
DP.d         16
CTRL.idx      3
CTRL.s        3
## stage by stage
step / utilization / worst slack, ns / total power (uW) / area, sq um
floorplan: - / 1.87 / 998 / 2800
global placement: 0.547 / 1.23 / 1250 / 3720
detailed placement: 0.547 / 1.25 / 1250 / 3720
CTS: 0.576 / 1.60 / 1840 / 3910
global route: 0.576 / 1.50 / 1910 / 3910
finish: 0.576 / 1.59 / 1810 / 3910
## metal layers
layer | share of wire | GRT usage | routed length [um] | up-vias
li1 | - | - | - | 745
met1 | 0.52 | 0.302 | 2840 | 809
met2 | 0.42 | 0.223 | 2290 | 54
met3 | 0.056 | 0.0313 | 308 | 6
met4 | 0.011 | 0.0273 | 62 | 0
met5 | 0 | 0 | 0 | -
## path summary, 6_finish.rpt
path                       startpoint   endpoint  slack [ns]  cells after the start
setup / recovery            dataReady   DP.a[11]        1.59                      5
hold / removal                  rst_n    DP.d[8]        0.38                      1
setup reg to reg            CTRL.s[0]   DP.a[11]        2.15                      4
hold reg to reg               DP.c[0]    DP.c[0]        0.51                      1
max in group asynchronous       rst_n  CTRL.s[1]        2.64                      2
min in group clk0             DP.c[0]    DP.c[0]        0.51                      1
## worst max-delay path, delay by kind of cell
family        cells  cell delay (ns)
mux               1             0.35
simple gates      2             0.39
buf+inv           2             0.92
## logic make-up (layout without fill, tap and decap cells)
group,count (synthesis),after routing,share of synthesized area
buffers and inverters,6,104,0.0241
AOI/OAI and AO/OA,4,4,0.0125
and+or+nand+nor,15,15,0.0411
DFF,70,70,0.625
muxes,64,64,0.297
## layout make-up
cell class	count	area, sq um	area share
Timing Repair Buffer	87	858	0.219
Tap cell	96	120	0.0307
Clock buffer	12	145	0.0371
Sequential cell	70	1750	0.448
Clock inverter	4	47.5	0.0122
Multi-Input combinational cell	83	983	0.251
Inverter	1	3.75	0.000960
## where the power goes
part / total (uW) / internal [uW] / switching [uW] / leakage [uW]
clock network: 582 / 320 / 263 / 0.0000964
logic: 332 / 266 / 66.5 / 0.000872
registers: 900 / 843 / 56.7 / 0.000926
## synthesized netlist by cell type
cell type / number / area, sq um
sky130_fd_sc_hd__buf_12: 2 / 40.0
sky130_fd_sc_hd__and4bb_4: 1 / 16.3
sky130_fd_sc_hd__nor3_4: 1 / 16.3
sky130_fd_sc_hd__nand3_1: 1 / 5.00
sky130_fd_sc_hd__dfrtp_1: 69 / 1730
sky130_fd_sc_hd__nand2_1: 6 / 22.5
sky130_fd_sc_hd__a32o_1: 2 / 20.0
sky130_fd_sc_hd__mux2_4: 30 / 450
sky130_fd_sc_hd__and3_2: 1 / 7.51
sky130_fd_sc_hd__dfstp_2: 1 / 26.3
sky130_fd_sc_hd__buf_6: 1 / 11.3
sky130_fd_sc_hd__clkbuf_2: 1 / 5.00
sky130_fd_sc_hd__inv_1: 1 / 3.75
sky130_fd_sc_hd__buf_4: 1 / 7.51
sky130_fd_sc_hd__nand2_4: 3 / 33.8
sky130_fd_sc_hd__or2b_1: 1 / 7.51
sky130_fd_sc_hd__nand2b_1: 1 / 6.26
sky130_fd_sc_hd__a21bo_2: 1 / 10.0
sky130_fd_sc_hd__mux2_2: 34 / 383
sky130_fd_sc_hd__o21ai_0: 1 / 5.00
No activity file was given, so power comes from the tool's default toggle rates.
