==> design.v <==
module iab #(parameter input_width = 64,
               parameter output_width = 8)
               (input logic clk,
                input logic rst_n,
                input logic readyA,
                input logic gntIAB,
                input logic acceptedI,
                input logic [input_width-1:0] dataA,
                output logic [output_width-1:0] dataOut,
                output logic acceptedA,
                output logic reqIAB);
  logic [2:0] byte_idx;    
  logic       bus_oe;      
  logic       readyI;      
  logic       shared_oe;
  iab_ctrl u_ctrl (
    .clk       (clk),
    .rst_n     (rst_n),
    .readyA    (readyA),
    .acceptedA (acceptedA),
    .reqIAB    (reqIAB),
    .gntIAB    (gntIAB),
    .readyI    (readyI),
    .acceptedI (acceptedI),
    .bus_oe    (bus_oe),
    .byte_idx  (byte_idx)
  );
  iab_datapath DUT (
    .clk       (clk),
    .rst_n     (rst_n),
    .dataA     (dataA),
    .load64    (acceptedA),    
    .sel_idx   (byte_idx),     
    .bus_oe    (bus_oe),       
    .shared_do (dataOut),      
    .shared_oe (shared_oe)     
  );
endmodule
module iab_ctrl (
  input  logic clk,
  input  logic rst_n,
  input  logic readyA,        
  output logic acceptedA,     
  output logic reqIAB,        
  input  logic gntIAB,        
  output logic readyI,        
  input  logic acceptedI,     
  output logic bus_oe,        
  output logic [2:0] byte_idx
);
  typedef enum logic [2:0] {
    S_IDLE,        
    S_ACCEPT_A,    
    S_REQ_BUS,     
    S_BURST,       
    S_DONE         
  } state_t;
  state_t st, nst;
  logic [2:0] cnt;
  logic       last;           
  assign last     = (cnt == 3'd7);
  assign byte_idx = cnt;
  always_ff @(posedge clk or negedge rst_n) begin
    if (!rst_n) begin
      st  <= S_IDLE;
      cnt <= 3'd0;
    end else begin
      st <= nst;
      if (st == S_BURST && acceptedI) begin
        if (!last) cnt <= cnt + 3'd1;
        else       cnt <= 3'd0;   
      end
      if (st == S_REQ_BUS && nst != S_BURST) begin
        cnt <= 3'd0;
      end
    end
  end
  always_comb begin
    nst = st;
    unique case (st)
      S_IDLE: begin
        if (readyA) nst = S_ACCEPT_A;
      end
      S_ACCEPT_A: begin
        nst = S_REQ_BUS;
      end
      S_REQ_BUS: begin
        if (gntIAB) nst = S_BURST;
      end
      S_BURST: begin
        if (acceptedI && last) nst = S_DONE;
        else if (!gntIAB)      nst = S_REQ_BUS;
      end
      S_DONE: begin
        nst = S_IDLE;
      end
      default: nst = S_IDLE;
    endcase
  end
  always_comb begin
    acceptedA = 1'b0;
    reqIAB    = 1'b0;
    readyI    = 1'b0;
    bus_oe    = 1'b0;
    unique case (st)
      S_IDLE: begin
      end
      S_ACCEPT_A: begin
        acceptedA = 1'b1;
      end
      S_REQ_BUS: begin
        reqIAB = 1'b1;
      end
      S_BURST: begin
        reqIAB = 1'b1;          
        bus_oe = gntIAB;        
        readyI = gntIAB;        
      end
      S_DONE: begin
      end
    endcase
  end
endmodule
module iab_datapath #(parameter bit LITTLE_ENDIAN = 1'b1
)(
  input  logic        clk,
  input  logic        rst_n,
  input  logic [63:0] dataA,
  input  logic        load64,      
  input  logic [2:0]  sel_idx,     
  input  logic        bus_oe,      
  output logic [7:0]  shared_do,   
  output logic        shared_oe 
);
  logic [63:0] buf64;
  always_ff @(posedge clk or negedge rst_n) begin
    if (!rst_n) begin
      buf64 <= 64'h0;
    end else if (load64) begin
      buf64 <= dataA;
    end
  end
  logic [7:0] byte_sel;
  always_comb begin
    if(bus_oe == 1'b0) begin
      byte_sel = 8'hzz;  
    end else
    if (LITTLE_ENDIAN) begin
      unique case (sel_idx)
        3'd0: byte_sel = buf64[ 7: 0];
        3'd1: byte_sel = buf64[15: 8];
        3'd2: byte_sel = buf64[23:16];
        3'd3: byte_sel = buf64[31:24];
        3'd4: byte_sel = buf64[39:32];
        3'd5: byte_sel = buf64[47:40];
        3'd6: byte_sel = buf64[55:48];
        default: byte_sel = buf64[63:56];
      endcase
    end else begin
      unique case (sel_idx)
        3'd0: byte_sel = buf64[63:56];
        3'd1: byte_sel = buf64[55:48];
        3'd2: byte_sel = buf64[47:40];
        3'd3: byte_sel = buf64[39:32];
        3'd4: byte_sel = buf64[31:24];
        3'd5: byte_sel = buf64[23:16];
        3'd6: byte_sel = buf64[15: 8];
        default: byte_sel = buf64[ 7: 0];
      endcase
    end
  end
  assign shared_do = byte_sel;
  assign shared_oe = (bus_oe==1'b1) ? 1'b1 : 1'b0;
endmodule
==> run.sh <==
#!/bin/bash
# OpenROAD 26Q1-2900-gdf79404cd8, Yosys 0.63+post, stock flow scripts
make -C /OpenROAD-flow-scripts/flow DESIGN_CONFIG=/design/flow/config.mk WORK_HOME=/design/flow/orfs finish
==> config.mk <==
export PLATFORM = sky130hd
export DESIGN_NAME = iab
export DESIGN_NICKNAME = iab
export VERILOG_FILES = /design/flow/design.v
export SDC_FILE = /design/flow/constraint.sdc
export NUM_CORES = 4
export LEC_CHECK = 1
export CORE_UTILIZATION = 40
==> constraint.sdc <==
current_design iab

set clk_period 10.3
set clk_io_pct 0.2

create_clock -name clk0 -period $clk_period [get_ports {clk}]

set non_clock_inputs [all_inputs -no_clocks]
set_input_delay [expr $clk_period * $clk_io_pct] -clock clk0 $non_clock_inputs
set_output_delay [expr $clk_period * $clk_io_pct] -clock clk0 [all_outputs]
==> flow_summary.ini <==
; synthesis and place-and-route metrics
[status]
outcome = finished, final reports clean

[die]
fp-utilization_pct = 42.1
io_pins = 79
rows = 32
fp.dieW_um = 92.9
die_y_um = 92.9
core_um2 = 7850
dieArea_um2 = 8640

[synthesis]
ys_types = 38
top_cells_by_area = dfrtp_1 54%, mux2_1 17%, mux2_2 5.1%, buf_6 2.4%, ha_1 2.3%
async_flop_share_pct = 100
synth_flops = 72
syn_inst = 252
ys_cells = 252
synth_top_area_share_pct = 53.7
ys_warn_count = 3
ys_seq_share_pct = 54.5
synth_area_um2 = 3310
yosysChipArea_um2 = 3310
yosysTopAreaCell = dfrtp_1
edf_count = 0
avgSynthCellArea_um2 = 13.1
synth-main-ff-cell = dfrtp_1

[critical_path]
endpoint_kind = primary output
crit_end = dataOut[0]
cp_data_arrival_time_ns = 2.91
slowest_stage = nor4_1
setup.reg_to_reg.worst_slack_ns = 8.06
path_max_fanout = 17
cp-startpoint = u_ctrl.cnt[0]
rr_worst_depth = 4
reg2reg_to = DUT.buf64[31]
required_ns = 8.24
worstSetupPathType = register to primary output
cp-start-kind = register
max_stage_delay_ns = 0.78
cp_cell_sequence = inv_1 -> ha_1 -> nor4_1 -> a21oi_1 -> a31oi_1 -> clkdlybuf4s50_1
r2r_start = u_ctrl.st[4]

[grt]
grt_first_pass_wirelength_um = 11300
grt_max_degree = 45
grt_pass1_vias = 2184
gr-total-overflow = 0
track_usage_pct = 18.1
antenna_found_initial = 0

[placement]
dp_hpwl_um = 5110
gp_congestion = 0.789
place_ws_ns = 5.74
port_buffers = 78

[detailed_routing]
wire_per_inst_um = 16.6
routed_wl_um = 7190
dr.first_iter.drc_count = 92
viasPerCell = 5.19
drt_pass1_iterations = 4
vias = 2254
remaining_drc_errors = 0
postRouteAntennaNets = 0
num_antenna_cells = 0

[power]
cell_internal_pwr_uw = 523
p_sw_share_pct = 18.9
p_clk_share_pct = 45.3
combPwrFrac_pct = 7.7
ir_drop_mv = 0.123
p_leak_uw = 0.00182
seq_power_share_pct = 47.0
p_per_area_nw_per_um2 = 147
switching_power_uw = 122

[sta]
fin_skew_ns = 0.00369
period_minus_slack_ns = 4.97
finalHoldViolations = 0
timing.final.ws_setup_ns = 5.33
finalSetupViolations = 0
fin_crit_sh_pct = 48.3
tightest_slew_ns = 0.798
slew_violations = 0
finalSetupTns_ns = 0
max_freq_ghz = 0.201
maxSlewHeadroom_pct = 46.3
rsz0062_at_grt = no

[clock_tree]
cts_setup_buffers = 0
clk_pin_slew_worst_paths_ns = 0.07
ctsHoldBuffers = 0
cts_sinks = 72
clk_latency_ns = 0.34
clockBufferDepth = 2
cts_max_level = 3
root_buffer = clkbuf_8
cts_buffers = 9
cts_tree = done
cts_resized = 0

[min_path]
hold_path_class = register to register

[finish]
syn_to_final_growth_pct = 32.5
fillCellCount = 688
layout-drive-gt1-share_pct = 12.0

[flow_run]
maxCapViolations = 0
tool_warnings = 29
## metal layers
layer / vias to the layer above / part of all wire, % / track usage, %
met5: - / 0 / 0
met4: 0 / 0.99 / 1.54
met3: 5 / 7.3 / 4.68
met2: 71 / 48 / 27.0
met1: 1098 / 44 / 28.9
li1: 1080 / - / -
## placed cells by master (no fill, tap or decap), types with 5 or more instances in the layout
cell type and n:
mux2_2 15, a21oi_1 13, a22o_1 7, a31oi_1 5, mux2_1 49, dfrtp_1 71
clkbuf_8 10, a22oi_1 7, clkdlybuf4s50_1 77, nand2_1 16, nor2_1 7, ha_1 6
## state kept, by name, indices dropped and copies added (netlist names)
name        count
DUT.buf64      64
u_ctrl.cnt      3
u_ctrl.st       5
## metrics by stage
step                      util [%]  power (µW)  std cells  hold slack (ns)  cell area [µm²]
after detailed placement      52.4         359        418            0.478             4110
after CTS                     55.8         653        434            0.493             4380
after global placement        52.4         359        418            0.471             4110
after floorplan                  -         318        252            0.445             3310
after global routing          55.8         670        434            0.511             4380
final                         55.8         645        434            0.491             4380
## final cells by class
cell class / instances / area [µm²] / area share (%)
Tap cell: 102 / 128 / 2.91
Clock buffer: 11 / 141 / 3.23
Inverter: 4 / 15.0 / 0.343
Timing Repair Buffer: 82 / 806 / 18.4
Sequential cell: 72 / 1800 / 41.1
Clock inverter: 5 / 128 / 2.91
Multi-Input combinational cell: 158 / 1360 / 31.1
## kinds of logic after synthesis
kind of cell             after synthesis  share of synthesized area, %
AND-OR/OR-AND                         51                          11.1
flip-flops                            72                          54.5
multiplexers                          65                          22.1
adder cells (fa/ha/maj)                6                          2.27
AND/OR/NAND/NOR                       36                          5.41
buffers and inverters                 22                          4.58
## worst max-delay path, delay by kind of cell, from the launching register on
kind / cells / cell delay [ns]
AND/OR/NAND/NOR: 1 / 0.78
adder cells (fa/ha/maj): 1 / 0.44
AND-OR/OR-AND: 2 / 0.36
buffers and inverters: 2 / 0.59
flip-flops: 1 / 0.41
## how the worst min path moves through the flow
stage,from,end,depth (start not counted)
final,DUT.buf64[9],DUT.buf64[9],1
after global routing,DUT.buf64[62],DUT.buf64[62],1
after CTS,DUT.buf64[9],DUT.buf64[9],1
## Yosys cell counts, drive strengths merged, types with 2 or more instances
cell type,n
nor4,2
a32oi,3
nand2,16
nor2,7
a21oi,13
o21ai,4
ha,6
o32a,2
a31oi,5
nand3,2
dfrtp,71
a221o,2
a221oi,4
nor2b,2
inv,4
buf,17
mux2,64
a22o,7
a22oi,7
## power groups by stage
stage | clock (µW) | sequential [µW] | combinational [µW]
CTS | 299 | 303 | 51.0
global route | 311 | 304 | 54.8
finish | 292 | 303 | 49.7
Power is estimated from default activity; no workload was simulated.
