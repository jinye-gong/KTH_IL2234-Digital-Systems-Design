File: ./config.mk
export PLATFORM = sky130hd
export DESIGN_NAME = ow_top
export DESIGN_NICKNAME = ow_top
export VERILOG_FILES = /design/flow/design.v
export SDC_FILE = /design/flow/constraint.sdc
export NUM_CORES = 4
export LEC_CHECK = 1
export CORE_UTILIZATION = 50
File: ./run.sh
#!/bin/bash
# OpenROAD 26Q1-2900-gdf79404cd8, Yosys 0.63+post, stock flow scripts
make -C /OpenROAD-flow-scripts/flow DESIGN_CONFIG=/design/flow/config.mk WORK_HOME=/design/flow/orfs finish
File: ./design.v
module ow_ctrl (
    input  logic clk, rst_n,
    input  logic imc_ready,          
    input  logic startTransmit,
    output logic outAvail,
    output logic request,
    input  logic grant,
    output logic outReady,
    input  logic outAccepted,
    output logic        we_latch,
    output logic [1:0]  send_idx
);
    typedef enum logic [2:0] {S_IDLE, S_AVAIL, S_ARB, S_S0, S_S1, S_S2, S_S3} state_e;
    state_e s, ns;
    logic ready_d;
always_ff @(posedge clk or negedge rst_n) begin
    if (!rst_n) ready_d <= 1'b0;
    else        ready_d <= imc_ready;
end
wire ready_edge = imc_ready & ~ready_d;
always_ff @(posedge clk or negedge rst_n) begin
    if (!rst_n) s <= S_IDLE;
    else        s <= ns;
end
always_comb begin
    ns = s;
    outAvail = 1'b0; request=1'b0; outReady=1'b0;
    we_latch = 1'b0; send_idx = 2'd0;
    unique case (s)
    S_IDLE: begin
        if (ready_edge) begin
            we_latch = 1'b1;     
            ns = S_AVAIL;
        end
    end
    S_AVAIL: begin
        outAvail = 1'b1;       
        ns = startTransmit ? S_ARB : S_AVAIL;
    end
    S_ARB: begin
        outAvail = 1'b1; request=1'b1;
        ns = grant ? S_S0 : S_ARB;
    end
    S_S0: begin outAvail=1; request=1; outReady=1; send_idx=2'd0; ns = outAccepted ? S_S1 : S_S0; end
    S_S1: begin outAvail=1; request=1; outReady=1; send_idx=2'd1; ns = outAccepted ? S_S2 : S_S1; end
    S_S2: begin outAvail=1; request=1; outReady=1; send_idx=2'd2; ns = outAccepted ? S_S3 : S_S2; end
    S_S3: begin outAvail=1; request=1; outReady=1; send_idx=2'd3; ns = outAccepted ? S_IDLE : S_S3; end
    default: ns = S_IDLE;
    endcase
end
endmodule
module ow_datapath (
input  logic        clk, rst_n,
input  logic [15:0] a_in, b_in, c_in, d_in,
input  logic        we_latch,         
input  logic [1:0]  send_idx,
output logic [15:0] dataOut
);
logic [15:0] q[0:3];
always_ff @(posedge clk or negedge rst_n) begin
    if (!rst_n) begin q[0]<='0; q[1]<='0; q[2]<='0; q[3]<='0; end
    else if (we_latch) begin
    q[0] <= a_in; q[1] <= b_in; q[2] <= c_in; q[3] <= d_in;
    end
end
always_comb begin
    unique case (send_idx)
    2'd0: dataOut = q[0];
    2'd1: dataOut = q[1];
    2'd2: dataOut = q[2];
    default: dataOut = q[3];
    endcase
end
endmodule
module ow_top (
    input  logic        clk, rst_n,
    input  logic        imc_ready,
    input  logic [15:0] a_in, b_in, c_in, d_in,
    input  logic        startTransmit,
    output logic        outAvail,
    output logic        request,
    input  logic        grant,
    output logic [15:0] dataOut,
    output logic        outReady,
    input  logic        outAccepted
);
    logic        we_latch;
    logic [1:0]  send_idx;
    ow_ctrl     CTRL(.clk, .rst_n, .imc_ready, .startTransmit, .outAvail,
                    .request, .grant, .outReady, .outAccepted, .we_latch, .send_idx);
    ow_datapath DP  (.clk, .rst_n, .a_in, .b_in, .c_in, .d_in, .we_latch, .send_idx, .dataOut);
endmodule
File: ./constraint.sdc
current_design ow_top

set clk_period 4.6
set clk_io_pct 0.2

create_clock -name clk0 -period $clk_period [get_ports {clk}]

set non_clock_inputs [all_inputs -no_clocks]
set_input_delay [expr $clk_period * $clk_io_pct] -clock clk0 $non_clock_inputs
set_output_delay [expr $clk_period * $clk_io_pct] -clock clk0 [all_outputs]
==> out/summary.rpt <==
========================================================================================
Run status                                                                     completed
Clk slew on worst S/H paths                                                      0.07 ns
Total number of yosys warnings                                                         3
Cell resize tally after clock tree synthesis                                           0
Post-Place Worst Slack                                                           1.43 ns
Capture instance of the worst register-to-register path                     DP.q[2][0]$_DFFE_PN0P_
Global-route wire length before repair                                           10.2 mm
Number of nets with antenna violations after detailed routing                          0
Area of all sequential standard cells                                           1800 µm²
Path depth of the worst reg2reg path                                                   3
Arrival time of the worst setup path                                             2.60 ns
Worst VDD drop                                                                  0.303 mV
Async set or reset register ratio after synthesis                                   100%
Setup clock skew after layout                                                 0.00589 ns
Number of I/O pins                                                                    89
Dominant register cell in the synthesized netlist                                dfrtp_1
Dpl cells                                                                            386
Synthesized registers                                                                 72
Total setup buffers inserted after CTS                                                 0
TritonCTS buffer count                                                                 9
Area share of the leading cell type in the synthesized netlist                     54.9%
Maximum operating frequency                                                    0.284 GHz
Initial antenna violation count                                                        0
Fillcell total                                                                       445
Area growth from synthesis to final layout                                         33.6%
Final routed wirelength across all metal layers                                  6.37 mm
Width of the die                                                                 82.4 µm
Final std cells w/o fill                                                             401
Placer congestion estimate                                                         0.819
Mean routed wirelength per cell                                                  15.9 µm
Worst R2R Start                                                             CTRL.s[0]$_DFF_PN1_
# diodes                                                                               0
Portion of the clock cycle consumed by the worst path in the final layout          76.5%
CTS H-tree depth                                                                       3
Setup CP Type                                                               register to output port
Initial core utilization                                                           53.1%
Setup slack after layout                                                         1.08 ns
Clock latency reported for the late side of the worst-skew pair                  0.34 ns
Slew Limit Headroom                                                                48.7%
Final period demand of the worst path                                            3.52 ns
LEAKAGE                                                                          1.84 nW
Required time reported for the critical path endpoint                            3.68 ns
Startpoint kind of the worst setup timing path                                  register
Max-cap violation count                                                                0
Post-synthesis instance area                                                    3230 µm²
Synthesized chip area reported by yosys                                         3230 µm²
Sequential area share after synthesis                                              55.7%
Via count of the first global-routing pass                                         2,133
Most numerous cell types in the synthesized netlist                         dfrtp_1 (71), mux2_2 (67), inv_1 (19)
Cell count after synthesis                                                           236
Total Negative Setup Slacks                                                         0 ns
Leading cell types by total area after synthesis                            dfrtp_1 (55%), mux2_2 (23%), mux2i_1 (5.0%)
Clk buf depth                                                                          2
Setup repair after global routing missed its margin                                false
Root buffer cell                                                                clkbuf_8
First-pass iteration count of the detailed router                                      4
DRC violations left                                                                    0
Crit path to                                                                    outAvail
Chip footprint                                                                  6790 µm²
Fraction of layout cells with a size suffix above 1                                27.3%
TritonCTS clock tree                                                                 yes
Reg-to-reg setup timing slack                                                    2.75 ns
DP HPWL                                                                          4.37 mm
Kind of capture point of the worst setup path                                output port
GRT Util Overall                                                                   20.7%
Comb area                                                                       1270 µm²
Site row count                                                                        28
Number of buffers inserted by hold repair at cts                                       0
Initial detailed-routing violation count                                             119
Number of sinks handled by clock tree synthesis                                       72
Worst-margin pin slew                                                           0.769 ns
Number of setup violations in the final report                                         0
Buffers added on ports                                                                88
Vias after detailed routing                                                        2,189
Final Slew Violations                                                                  0
Routed vias/inst                                                                    5.46
Count of different cell masters after synthesis                                       20
Pwr/cell area                                                                 562 nW/µm²
Post-synth top area cell                                                         dfrtp_1
OpenROAD warnings                                                                     26
Number of flops mapped to enable cells by yosys                                        0
Average footprint of a synthesized cell                                         13.7 µm²
Die height                                                                       82.4 µm
Largest net degree at the start of global routing                                     61
Cell with the most instances after synthesis                                     dfrtp_1
Classification of the worst-slack hold path                                 register to register
Aggregate global routing overflow                                                      0
Max FO, Critical Path                                                                 19
# Cells Yosys                                                                        236
Core outline area                                                               6100 µm²
Total count of hold-check failures in the final report                                 0
========================================================================================
==> metrics by stage <==
| stage | util (%) | power [mW] | hold WS [ns] | instance area (µm²) |
|---|---|---|---|---|
| 2_1_floorplan | - | 1.57 | 0.461 | 3230 |
| 3_3_place_gp | 68.1 | 2.00 | 0.488 | 4150 |
| 3_5_place_dp | 68.1 | 2.01 | 0.493 | 4150 |
| 4_1_cts | 70.9 | 2.46 | 0.509 | 4320 |
| 5_1_grt | 70.9 | 2.61 | 0.520 | 4320 |
| 6_report | 70.9 | 2.43 | 0.504 | 4320 |
==> layout make-up <==
type                       instances  share of cell area (%)
sequential                        72                    41.7
multi-input combinational        128                    29.5
timing repair buffer              92                    21.0
clock buffer                      11                    3.50
tap                               75                    2.17
inverter                          19                    1.65
clock inverter                     4                   0.463
==> power breakdown <==
part           switching, mW  internal, mW
registers              0.178         0.930
clock network          0.217         0.218
logic                  0.259         0.625
total                  0.654          1.77
==> critical path, cell delays in order (launching register included) <==
cell and delay [ns]:
dfrtp_1 0.65, buf_4 0.36, or4_4 0.54, or3_1 0.31
clkdlybuf4s50_1 0.40
==> cell families (layout without fill, tap and decap cells) <==
kind of cell | count (synthesis) | count (layout) | synth area share [%]
buf+inv | 36 | 126 | 4.84
flops | 72 | 72 | 55.7
simple gates | 24 | 24 | 5.84
compound gates | 21 | 21 | 5.30
mux | 83 | 83 | 28.3
==> flip-flops by register name, summed over array words and instances (netlist names), named ones only <==
register / flops
CTRL.ready_d: 1
CTRL.s: 4
DP.q: 64
==> cell usage in the layout (no fill, tap or decap) <==
| cell type | count |
|---|---|
| clkdlybuf4s50_1 | 87 |
| dfrtp_1 | 71 |
| mux2_2 | 67 |
| inv_1 | 19 |
| mux2i_1 | 16 |
| nor4b_1 | 16 |
| a221oi_1 | 16 |
| clkbuf_8 | 11 |
| clkinv_2 | 4 |
| buf_4 | 4 |
| o21ai_0 | 3 |
| nand2b_1 | 2 |
| nand2_1 | 2 |
| dfstp_2 | 1 |
| nor2_1 | 1 |
| a21o_1 | 1 |
| a22o_1 | 1 |
| nand3b_1 | 1 |
| or4_4 | 1 |
| or3_1 | 1 |
| buf_2 | 1 |
==> worst min path at each step <==
stage | startpoint | end | slack, ns | cells past startpoint
CTS | DP.q[0][6]$_DFFE_PN0P_ | DP.q[0][6]$_DFFE_PN0P_ | 0.51 | 1
global route | DP.q[3][4]$_DFFE_PN0P_ | DP.q[3][4]$_DFFE_PN0P_ | 0.52 | 1
finish | DP.q[1][7]$_DFFE_PN0P_ | DP.q[1][7]$_DFFE_PN0P_ | 0.50 | 1
==> metal layers <==
metal	part of all wire (%)	track usage (%)
met4	1.8	3.51
met2	44	29.7
met5	0	0
met1	49	35.9
met3	4.7	3.01
Power figures rest on the tool's default switching activity, not on a simulated workload.
